==> design/flow/design.v <==
module counter #(parameter front=56, visible_area=800, sync=120, back=64)
					 (input ck,reset,
					  output reg [11:0] position,
					  output reg newline, syncron, active
					  );
reg [11:0] count=0;
always @(posedge ck)
	if(reset==0) begin
		count <=0;
		syncron <=1;
		active <=1;
		position<=0;
	end	
	else if(count<visible_area) begin
			count<=count+1;
			position <=count;
			active <=1;
			syncron <=1;
			newline<=0;
	end
	else if(count>=visible_area && count <visible_area+front) begin
			count<=count+1;
			active <= 0;
			syncron <=1;
			position <=0;
			newline<=0;
	end
	else if(count>=visible_area+front && count <visible_area+front+sync) begin
			count<=count+1;
			syncron <=1;
			active <=0;
			position <=0;
			newline<=0;
	end
		else if(count>=visible_area+front+sync && count<visible_area+front+sync+back) begin
			count<=count+1;
			syncron<=0;
			position<=0;
			active <=0;
			newline<=0;
		end
		else if (count==visible_area+front+sync+back) begin
			 count<=0;
			 syncron<=1;
			 position<=0;
			 active<=0;
			 newline<=1;
		end
endmodule
module vga3 (
	input clk,  
	input reset,  
	input [2:0] R,G,B,  
	output [11:0] xPOS,  
	output [11:0] yPOS,  
	output Display_active,  
	output reg [3:0] OR,OG,OB,  
	output Hsync,  
	output Vsync,  
	output Hsync_neg,  
	output Vsync_neg  
	);
wire x_active, y_active;
assign Display_active = (x_active && y_active) ? 1 : 0 ;
assign Hsync_neg= ~Hsync;
assign Vsync_neg= ~Vsync;
reg i;
wire newline;
always @ (*)
if(xPOS>0 && yPOS>0 )
begin
OR=R;
OB=B;
OG=G;
end
else begin
OR=4'bz;
OG=4'bz;
OR=4'bz;
end
wire newline2;
counter  #(56,800,120,64) C1(.ck(clk),.reset(reset),.position(xPOS),.newline(newline),.syncron(Hsync),.active(x_active)); 
counter  #(37,600,6,23) C2(.ck(newline),.reset(reset),.position(yPOS), .newline(newline2), .syncron(Vsync),.active(y_active));
endmodule
==> design/flow/run.sh <==
#!/bin/bash
# OpenROAD 26Q1-2900-gdf79404cd8, Yosys 0.63+post, stock flow scripts
make -C /OpenROAD-flow-scripts/flow DESIGN_CONFIG=/design/flow/config.mk WORK_HOME=/design/flow/orfs finish
==> design/flow/config.mk <==
export PLATFORM = sky130hd
export DESIGN_NAME = vga3
export DESIGN_NICKNAME = vga3
export VERILOG_FILES = /design/flow/design.v
export SDC_FILE = /design/flow/constraint.sdc
export NUM_CORES = 4
export LEC_CHECK = 1
export CORE_UTILIZATION = 50
==> design/flow/constraint.sdc <==
current_design vga3

set clk_period 5.0
set clk_io_pct 0.2

create_clock -name clk0 -period $clk_period [get_ports {clk}]

set non_clock_inputs [all_inputs -no_clocks]
set_input_delay [expr $clk_period * $clk_io_pct] -clock clk0 $non_clock_inputs
set_output_delay [expr $clk_period * $clk_io_pct] -clock clk0 [all_outputs]
==> reports/results.ini <==
[final_timing]
untimed_endpoints = 46
period_minus_slack_ps = 2391
fin_skew_ps = 2.867
unclocked_pins = 29
setup_viol = 0
max_freq_mhz = 418.3
drv_slew = 0
fin_ws_ps = 2609
post-route-period-util = 0.4781
rsz0062_at_grt = no
tns_ps = 0
holdWs_ps = 468.5
finalHoldViolations = 0
max_slew_margin = 0.4138
worstMarginPinSlew_ps = 879.3

[synth]
top_area_cell = dfxtp_1
edf_count = 1
syn_area_per_cell_um2 = 8.682
top_cells_by_count = 52 x dfxtp_1, 36 x nand2_1, 26 x nor2_1
most_common_cell = dfxtp_1
synth-main-ff-cell = dfxtp_1
topCellsByArea = dfxtp_1 39%, nand2_1 5.0%, a21oi_1 4.3%
ys.flops = 56
yosys_cells = 311
synth_chip_area_um2 = 2700
top_area_frac = 0.3855
synthArstFlopShare = 0
syn_area_um2 = 2700
ys_warn_count = 6
syn-instance-count = 311
synth_cell_types = 57

[cts]
root_buffer = clkbuf_8
post-cts-setup-buffer-count = 0
htree_levels = 1
cts.path.max_buffers = 2
clk_pin_slew_ps = 90
cts_resized = 0
cts_tree = built
ctsHoldBuffers = 0
cts_buffers = 3
clock_latency_ps = 270

[global_route]
grt_max_degree = 27
grt_pass1_wl_um = 9066
use_met2 = 0.2778
grt_pass1_vias = 1758
globalRoute.busiestLayer = met1
grtUsageMet1 = 0.4017
grt_usage = 0.2163
antenna_found_initial = 0
overflow = 0
grt_use_met3 = 0.03217

[finish]
syn_to_final_growth_pct = 12.56
nFillCells = 490
mi_logic_area_um2 = 1363
utilization = 0.5913
fin_area_um2 = 3039
fin_cells = 396
drive_gt1_frac = 0.07362
seq_area_um2 = 1116

[placed_design]
dpl-instance-area_um2 = 2990
io_buffers = 36
place_inst = 392
pre_cts_ws_ps = 2309
place.detailed.hpwl_um = 4314
gp_congestion = 0.9159

[drt]
drt_iter0_markers = 218
insertedDiodeCount = 0
drc = 0
wl_per_cell_um = 14.96
dr.pass1.iters = 4
viasPerCell = 5.591
vias = 2214
wirelength_um = 5925
ant_nets = 0

[floorplan]
fp-utilization = 0.5253
die_h_um = 75.49
dieArea_um2 = 5698
row_count = 26
die_x_um = 75.49
core_area_um2 = 5140
ioPinCount = 52

[worst_setup_path]
critical_path_class = in -> reg
critical_path.top_delay_family = buffers and inverters
crit_slowest_cell = clkdlybuf4s50_1
startpoint_type = primary input
worst_setup_path_end_kind = register
critPathRequiredTime_ps = 4990
path_max_fanout = 22
path_buffers = 3
cp.arrival_ps = 2380
path_cells = clkdlybuf4s50_1, inv_1, buf_4, nor2_1
worst_path_largest_cell_delay_ps = 730

[worst_hold_path]
hold_path.class = reg -> reg

[flow_run]
warnings = 30
cap_viol_max_count = 0

[outcome]
status = completed

[pwr]
p_per_area_nw_per_um2 = 125.7
power.total_mw = 0.3822
power.leakage_nw = 1.117
max-vdd-ir-drop_uv = 183.5

## metal layers
layer | routed length (um) | share of wire
met3 | 335 | 0.057
met1 | 3171 | 0.54
met5 | 0 | 0
met2 | 2392 | 0.40
met4 | 26 | 0.0044
## cell families after synthesis
| group | Yosys count | synth area share |
|---|---|---|
| xor+xnor | 7 | 0.02271 |
| fa+ha+maj | 5 | 0.02317 |
| latches | 3 | 0.01668 |
| mux | 3 | 0.01112 |
| buf+inv | 41 | 0.08758 |
| flops | 53 | 0.3967 |
| simple gates | 132 | 0.2521 |
| other cells | 1 | 0.001389 |
| compound gates | 66 | 0.1886 |
## placed cells by master, fill, tap and decap left out, types with 4 or more instances in the layout
cell,n
nor3_1,5
a31oi_1,5
a22oi_1,5
nor4_1,8
and3_1,8
inv_1,10
dfxtp_1,52
xnor2_1,4
o211ai_1,4
o21ai_0,5
ha_1,5
nand4_1,4
nand2_1,36
nor2_1,26
and2_1,8
clkdlybuf4s50_1,36
nand3_1,20
a21oi_1,23
## worst min-delay path: stages (launching register included)
cell and delay (ps):
dfxtp_1 330, nand2_1 50, a21oi_1 50
## cell type report
| class | count | share of cell area |
|---|---|---|
| Multi-Input combinational cell | 216 | 0.4483 |
| Sequential cell | 56 | 0.3672 |
| Timing Repair Buffer | 39 | 0.1260 |
| Tap cell | 70 | 0.02882 |
| Clock buffer | 3 | 0.01359 |
| Inverter | 11 | 0.01359 |
| Clock inverter | 1 | 0.002470 |
## final timing paths
kind / startpoint / to / slack [ps] / depth (start not counted)
max: reset / C1.newline / 2610 / 4
min: C1.position[2] / C1.position[2] / 470 / 2
max reg2reg: C1.count[0] / C1.position[5] / 2850 / 7
min reg2reg: C1.position[2] / C1.position[2] / 470 / 2
## flip-flops by register name, indices dropped and copies added (netlist names)
signal	cells
C1.active	1
C1.syncron	1
C2.count	12
C1.count	12
C2.active	1
C2.position	12
C2.syncron	1
OB	3
C1.position	12
C1.newline	1
## where the power goes
part / internal [mW] / switching [mW] / total (mW)
sequential: 0.226 / 0.00602 / 0.232
clock: 0.0565 / 0.0683 / 0.125
combinational: 0.0118 / 0.0132 / 0.0250
total: 0.295 / 0.0875 / 0.382
Power figures rest on the tool's default switching activity, not on a simulated workload.
